$ cat design/flow/design.v
`timescale 1ns / 1ps
module elevator(
    input wire clk,
    input wire rst_n,
    input wire floor1up,
    input wire floor2down,
    input wire floor2up,
    input wire floor3down,
    input wire floor1button,
    input wire floor2button,
    input wire floor3button,
    output reg floor_1_indi,
    output reg floor_2_indi,
    output reg floor_3_indi,
    output reg door_open,
    output reg floor1up_buttonclear,
    output reg floor2down_buttonclear,
    output reg floor2up_buttonclear,  
    output reg floor3down_buttonclear,
    output reg floor1_elevator_buttonclear,
    output reg floor2_elevator_buttonclear,
    output reg floor3_elevator_buttonclear
    );
    parameter [2:0] floor1 = 3'b000;
    parameter [2:0] floor1_up_idle = 3'b001;
    parameter [2:0] floor2_up = 3'b010;
    parameter [2:0] floor2_up_idle = 3'b011;
    parameter [2:0] floor2_down = 3'b100;
    parameter [2:0] floor2_down_idle = 3'b101;
    parameter [2:0] floor3 = 3'b110;
    parameter [2:0] floor3_down_idle = 3'b111;
    reg [2:0] state_current;
    reg [2:0] state_next;
    reg [10:0] out2;
    always @(posedge clk or negedge rst_n)
    begin
        if(rst_n == 1'b0) begin
          state_current <= floor1;
        end else begin
           state_current <= state_next;
        end
     end
    always @ (*)
    begin
        state_next = state_current;
        case(state_current)
            floor1: begin
                if(floor1up || floor1button) begin
                    state_next = floor1_up_idle;
                end else if(floor3button || floor2button || floor2up || floor3down || floor2down) begin
                    state_next = floor2_up;
                end
            end
            floor1_up_idle: begin
                if(!floor1up && !floor1button) begin
                    state_next = floor1;
                end
            end
            floor2_up: begin
                if(floor2up || floor2button) begin
                    state_next = floor2_up_idle;
                end else if(floor3down || floor3button) begin
                    state_next = floor3;
                end else if(floor2down || floor1up || floor1button) begin
                    state_next = floor2_down;
                end
            end
            floor2_up_idle: begin
                if(!floor2up && !floor2button) begin
                    state_next = floor2_up;
                end
            end
            floor3: begin
                if(floor3button || floor3down) begin
                    state_next = floor3_down_idle;
                end else if(floor2button || floor1button || floor2down || floor2up || floor1up) begin
                    state_next = floor2_down;
                end 
            end 
            floor3_down_idle: begin
                if(!floor3down && !floor3button) begin
                    state_next = floor3;
                end
            end
            floor2_down: begin
                if(floor2down || floor2button) begin
                    state_next = floor2_down_idle;
                end else if(floor1up || floor1button) begin
                    state_next = floor1;
                end else if(floor3down || floor3button || floor2up) begin
                    state_next = floor2_up;
                end
            end
            floor2_down_idle: begin
                if(!floor2down && !floor2button) begin
                    state_next = floor2_down;
                end
            end
            default: begin
                state_next = floor1;
            end
         endcase
    end
    always @(*)
        begin
            out2 = 11'b0;
            if(state_current == floor1) begin
                out2 = 11'b100_0_0000_000;
            end else if(state_current == floor1_up_idle) begin
                out2 = 11'b100_1_1000_100;
            end else if(state_current == floor2_up) begin
                out2 = 11'b010_0_0000_000;
            end else if(state_current == floor2_up_idle) begin
                out2 = 11'b010_1_0010_010;
            end else if(state_current == floor3) begin 
                out2 = 11'b001_0_0000_000;
            end else if(state_current == floor3_down_idle) begin
                out2 = 11'b001_1_0001_001;
            end else if(state_current == floor2_down) begin
                out2 = 11'b010_0_0000_000;
            end else if(state_current == floor2_down_idle) begin
                out2 = 11'b010_1_0100_010;
            end else begin
                out2 = 11'b0;
            end
            {floor_1_indi, floor_2_indi, floor_3_indi, door_open, floor1up_buttonclear, floor2down_buttonclear, floor2up_buttonclear, floor3down_buttonclear, floor1_elevator_buttonclear, floor2_elevator_buttonclear, floor3_elevator_buttonclear } = out2;
        end
endmodule
`timescale 1ns / 1ps
module elevator_button(
    input wire clk,
    input wire rst_n,
    input wire button_pressed,
    input wire clear,		       
    output reg button_out
    );
   reg button_out_next;
    always @(posedge clk or negedge rst_n)
    begin
        if (rst_n == 1'b0) begin
	       button_out <= 1'b0;
        end else begin
           button_out <= button_out_next; 
        end   
    end
    always @(*)
      begin
	 button_out_next = button_out;
	 if ( clear == 1'b1 ) begin
	    button_out_next = 1'b0;
	 end else if (button_pressed == 1'b1) begin
	    button_out_next = 1'b1;
	 end
      end 
endmodule
`timescale 1ns/1ps
module elevator_controller(
    input wire clk,
    input wire rst_n,
    input wire floor1_up,
    input wire floor2_down,
    input wire floor2_up,
    input wire floor3_down,
    input wire floor1_button,
    input wire floor2_button,
    input wire floor3_button,
    output wire floor_1_indi,
    output wire floor_2_indi,
    output wire floor_3_indi,
    output wire door_open
);
wire f1;
wire f2;
wire f3;
wire f4;
wire f5;
wire f6;
wire f7;
wire clear1;
wire clear2;
wire clear3;
wire clear4;
wire clear5;
wire clear6;
wire clear7;
elevator_button button1(.clk(clk), .rst_n(rst_n), 
                        .button_pressed(floor1_up), 
                        .clear(clear1), 
                        .button_out(f1));
elevator_button button2(.clk(clk), .rst_n(rst_n), 
                        .button_pressed(floor2_down), 
                        .clear(clear2), 
                        .button_out(f2));
elevator_button button3(.clk(clk), .rst_n(rst_n), 
                        .button_pressed(floor2_up), 
                        .clear(clear3), 
                        .button_out(f3));
elevator_button button4(.clk(clk), .rst_n(rst_n), 
                        .button_pressed(floor3_down), 
                        .clear(clear4), 
                        .button_out(f4));
elevator_button button5(.clk(clk), .rst_n(rst_n), 
                        .button_pressed(floor1_button), 
                        .clear(clear5), 
                        .button_out(f5));
elevator_button button6(.clk(clk), .rst_n(rst_n), 
                        .button_pressed(floor2_button), 
                        .clear(clear6), 
                        .button_out(f6));
elevator_button button7(.clk(clk), .rst_n(rst_n), 
                        .button_pressed(floor3_button), 
                        .clear(clear7), 
                        .button_out(f7));
elevator k1(.clk(clk), .rst_n(rst_n), 
            .floor1up(f1), 
            .floor2down(f2), 
            .floor2up(f3), 
            .floor3down(f4), 
            .floor1button(f5), 
            .floor2button(f6),
            .floor3button(f7), 
            .floor_1_indi(floor_1_indi), 
            .floor_2_indi(floor_2_indi), 
            .floor_3_indi(floor_3_indi), 
            .door_open(door_open), 
            .floor1up_buttonclear(clear1), 
            .floor2down_buttonclear(clear2), 
            .floor2up_buttonclear(clear3), 
            .floor3down_buttonclear(clear4), 
            .floor1_elevator_buttonclear(clear5), 
            .floor2_elevator_buttonclear(clear6), 
            .floor3_elevator_buttonclear(clear7)
            );
endmodule
$ cat design/flow/run.sh
#!/bin/bash
# OpenROAD 26Q1-2900-gdf79404cd8, Yosys 0.63+post, stock flow scripts
make -C /OpenROAD-flow-scripts/flow DESIGN_CONFIG=/design/flow/config.mk WORK_HOME=/design/flow/orfs finish
$ cat design/flow/config.mk
export PLATFORM = sky130hd
export DESIGN_NAME = elevator_controller
export DESIGN_NICKNAME = elevator_controller
export VERILOG_FILES = /design/flow/design.v
export SDC_FILE = /design/flow/constraint.sdc
export NUM_CORES = 4
export LEC_CHECK = 1
export CORE_AREA = 10 10 82 82
export DIE_AREA = 0 0 92 92
$ cat design/flow/constraint.sdc
current_design elevator_controller

set clk_period 2.6
set clk_io_pct 0.2

create_clock -name clk0 -period $clk_period [get_ports {clk}]

set non_clock_inputs [all_inputs -no_clocks]
set_input_delay [expr $clk_period * $clk_io_pct] -clock clk0 $non_clock_inputs
set_output_delay [expr $clk_period * $clk_io_pct] -clock clk0 [all_outputs]
==> job_summary.md <==
## PnR job results

| Metric | Value |
|---|---|
| Status | `finished clean` |
| Die footprint | `about 8500 um^2` |
| Maximum number of pins on one net before global-route repair | `16` |
| Max Freq | `around 430 MHz` |
| Setup Skew | `1.503 ps` |
| Cell Type Count | `25` |
| Die height | `between 90 and 100 um` |
| Worst-Margin Slew | `673.9 ps` |
| Min-Delay Path Class | `flop to flop` |
| Crit share post-route | `89.44%` |
| Max stage delay on crit path | `roughly 480 ps` |
| Netlist Area Pre-Place | `roughly 690 um^2` |
| # diodes | `0` |
| PwrDens | `roughly 1100 nW/um^2` |
| DR WL/cell | `roughly 10 um` |
| Hold Buf Count CTS | `0` |
| CP bufs+invs | `1` |
| Slew Limit Headroom | `roughly 55%` |
| Root buffer cell | `clkbuf_8` |
| GRT Util Overall | `about 3.8%` |
| ANT nets after route | `0` |
| CP max-delay cell | `clkdlybuf4s50_1` |
| Ratio of cells with drive above 1 in the final layout | `about 8%` |
| Seq share, synth | `between 50% and 60%` |
| Worst vdd ir | `0.0004591 V` |
| Post-route cell area | `~950 um^2` |
| Die X | `92 um` |
| Overall Power | `approximately 1100 uW` |
| Post-CTS resize count | `0` |
| Warnings from Yosys | `2` |
| CTS Buf Count | `3` |
| Critical Path RT | `between 2000 and 2500 ps` |
| Synthesized area per cell | `10.06 um^2` |
| Yosys stat cell total | `69` |
| Number of antenna violations at the first check in global routing | `0` |
| Max_cap viols | `0` |
| Htree depth | `1` |
| IO Count | `13` |
| CORE AREA | `5075 um^2` |
| Post-Place Cell Area | `approximately 900 um^2` |
| Total gr overflow | `0` |
| Static Leak | `0.0003586 uW` |
| Drt via density | `3.581` |
| Mapped Cells | `about 69` |
| Final hold vios | `0` |
| Routed WL | `1614 um` |
| Critical path's top delay family | `simple AND/OR/NAND/NOR gates` |
| Area Overhead vs Synth | `36.40%` |
| DRC Markers | `0` |
| Yosys stat area | `694.4 um^2` |
| Crit Path Class | `flop to output pin` |
| GP Congestion | `approximately 0.83` |
| First-pass GRT wire length | `~2700 um` |
| Worst Path Max Fanout | `6` |
| Worst-Skew Late Latency | `roughly 240 ps` |
| Clk pin slew, worst setup/hold paths | `~60 ps` |
| Vias in the first global route | `552` |
| PortBufs | `12` |
| FP Rows | `26` |
| Crit path cell chain | `nor4_2, nor2b_1, clkdlybuf4s50_1` |
| Setup TNS | `0 ps` |
| Initial drt markers | `56` |
| RSZ-0062 raised after global routing | `no` |
| Worst path arrival time | `1810 ps` |
| CTS tree | `yes` |
| DR pass1 iterations | `4` |
| Flops after synth | `15` |
| Clock sinks | `15` |
| Final Max Slew Viols | `0` |
| Vias after detailed routing | `~560` |
| Stage-log warning count | `25` |
| Dpl hpwl | `~1200 um` |
| Min Clock Period, post-route | `~2300 ps` |
| Post-CTS setup buffers | `0` |
| Max clock buf depth | `2` |
| Setup Viol. Count Final | `0` |
| CP startpoint kind | `flop` |
| Initial core utilization | `a little over an eighth` |
| CP Capture Type | `output pin` |
| Final hold slack | `513.7 ps` |
==> Yosys cell counts <==
cell type,n,area [um^2]
nor2_1,20,75.07
dfrtp_1,14,350.3
a21oi_1,6,30.03
o21a_1,3,22.52
a31oi_1,2,12.51
inv_1,2,7.510
nor2b_1,2,12.51
nor3_1,2,10.01
o21ai_0,2,10.01
a21o_1,1,7.510
a221o_1,1,10.01
a221oi_1,1,8.760
a2bb2oi_1,1,8.760
a31o_1,1,8.760
a32o_1,1,10.01
and4_1,1,8.760
dfstp_2,1,26.28
nand2_1,1,3.750
nand3b_1,1,7.510
nor2_4,1,11.26
nor3_4,1,16.27
nor3b_1,1,7.510
nor4_2,1,12.51
nor4b_1,1,8.760
o21bai_1,1,7.510
==> layer usage <==
metal  GRT usage (%)  routed length [um]  part of all wire [%]
met5               0                   0                     0
met1           6.218                 926                    57
met4          0.2571                  10                  0.62
met2           4.706                 588                    36
met3           1.483                  88                   5.5
==> stage by stage <==
step                      utilization, %  instances  worst slack [ps]
after global placement             17.78        151             552.0
after floorplan                        -         69              1230
after global routing               18.66        155             166.3
after CTS                          18.66        155             268.8
after detailed placement           17.78        151             561.1
final                              18.66        155             274.7
==> area by class of cell <==
class,count,area (um^2)
clock buffer,4,45.04
fill,593,4128
inverter,2,7.507
multi-input combinational,52,310.3
sequential,15,376.6
tap,70,87.58
timing repair buffer,12,120.1
==> cells in the final DEF (no fill, tap or decap), drive strengths merged, types with 2 or more instances in the layout <==
| master | instances |
|---|---|
| a21oi | 6 |
| o21ai | 2 |
| nor2 | 21 |
| nor2b | 2 |
| nor3 | 3 |
| o21a | 3 |
| dfrtp | 14 |
| clkbuf | 4 |
| a31oi | 2 |
| inv | 2 |
| clkdlybuf4s50 | 12 |
==> power breakdown <==
| group | leakage [uW] | internal [uW] | switching, uW |
|---|---|---|---|
| clock | 0.0000228 | 108 | 76.5 |
| sequential | 0.000175 | 338 | 135 |
| combinational | 0.000161 | 225 | 170 |
==> kinds of logic after synthesis <==
| kind of cell | after synthesis | share of synthesized area [%] |
|---|---|---|
| and+or+nand+nor | 32 | 25.05 |
| AOI/OAI and AO/OA | 20 | 19.64 |
| DFF | 15 | 54.24 |
| buffers and inverters | 2 | 1.081 |
==> final timing paths <==
check                                                 end  depth (start not counted)                            from  slack, ps
max                                          floor_3_indi                          3   k1.state_current[6]$_DFF_PN0_        270
min                        button4.button_out$_DFFE_PN0P_                          1  button4.button_out$_DFFE_PN0P_        510
max reg2reg                button6.button_out$_DFFE_PN0P_                          3   k1.state_current[3]$_DFF_PN0_       1250
min reg2reg                button4.button_out$_DFFE_PN0P_                          1  button4.button_out$_DFFE_PN0P_        510
max in group asynchronous  button6.button_out$_DFFE_PN0P_                          1                           rst_n       1480
min in group asynchronous  button7.button_out$_DFFE_PN0P_                          1                           rst_n        690
==> flip-flops by register name, summed over array words and instances (netlist names) <==
| signal | cells |
|---|---|
| button1.button_out | 1 |
| button4.button_out | 1 |
| button5.button_out | 1 |
| button3.button_out | 1 |
| button2.button_out | 1 |
| k1.state_current | 8 |
| button6.button_out | 1 |
| button7.button_out | 1 |
==> worst register-to-register path, delay by kind of cell, from the launching register on <==
kind               cells  cell delay (ps)
AOI/OAI and AO/OA      2              300
DFF                    1              430
and+or+nand+nor        1              520
No activity file was given, so power comes from the tool's default toggle rates.
